[flow/design.v]
`timescale 1ns / 1ps
module dataMemory(
    input Clk,
    input [31:0] address,
    input [31:0] writeData,
    input memWrite,
    input memRead,
    output reg [31:0] readData
    );
    reg [31:0] MemFile[0:63];
    always @(memRead or address) begin
        if(address<31'h00000020)
            readData = MemFile[address];
        else 
            readData = 31'h00000000;
    end
    always @(negedge Clk) begin
        if(memWrite && address<31'h00000020)
            MemFile[address] = writeData;
    end
endmodule
[flow/run.sh]
#!/bin/bash
# OpenROAD 26Q1-2900-gdf79404cd8, Yosys 0.63+post, stock flow scripts
make -C /OpenROAD-flow-scripts/flow DESIGN_CONFIG=/design/flow/config.mk WORK_HOME=/design/flow/orfs finish
[flow/config.mk]
export PLATFORM = sky130hd
export DESIGN_NAME = dataMemory
export DESIGN_NICKNAME = dataMemory
export VERILOG_FILES = /design/flow/design.v
export SDC_FILE = /design/flow/constraint.sdc
export NUM_CORES = 4
export LEC_CHECK = 1
export CORE_UTILIZATION = 40
[flow/constraint.sdc]
current_design dataMemory

set clk_period 11.5
set clk_io_pct 0.2

create_clock -name clk0 -period $clk_period [get_ports {Clk}]

set non_clock_inputs [all_inputs -no_clocks]
set_input_delay [expr $clk_period * $clk_io_pct] -clock clk0 $non_clock_inputs
set_output_delay [expr $clk_period * $clk_io_pct] -clock clk0 [all_outputs]
==> metrics.csv <==
metric,value,unit
route.detailed.drc,0,
edf_count,1248,
viasPerCell,5.19,
relSlewSlack,0.386,
synth.distinct_cells,70,
powerDensity,189,mW/mm2
stage_log_warnings,1028,
drtAntennaViolNets,0,
status,"complete, no violations",
clock_path_buffers,3,
yosys-stat-area,0.0479,mm2
largest_reg_flops,1248,
cp_num_buf_inv,1,
rows,126,
grt_pass1_wl,203,mm
logic_area,0.0104,mm2
grt_pass1_vias,34876,
min_to,readData[16],
fin_hold_ws,5.69,ns
cts_tree,yes,
syn-instance-count,2504,
cts_root_buf,clkbuf_16,
antenna_found_initial,4,
grt.total_usage,0.257,
placed_cells_incl_taps,4415,
cp_slowest_stage_delay,0.76,ns
critPathRequiredTime,9.20,ns
vias,30626,
path_common_cell,nor2_1,
area_leaders,"edfxtp_1 (78%), mux4_2 (4.7%), o22ai_1 (2.6%), mux2_2 (2.6%), o221ai_1 (2.2%)",
post-cts-setup-buffers,0,
firstDrtPassIters,8,
path_class,flip-flop to primary output,
grt_max_degree,65,
cts_max_level,4,
whs_path_depth,5,
async_flop_share,0,
final_cell_area,0.0614,mm2
io_pins,99,
crit_slowest_cell,a2111oi_2,
syn_to_final_growth,28.2,%
p_total,11600,uW
setup-tns-final,0,ns
clkTransAtPathRegs,0.03,ns
rsz0062_at_grt,no,
fillers,9045,
synth-seq-cells,1248,
die_w,348,um
ys_seq_share,0.782,
fp.dieH,348,um
top_cells_by_count,"edfxtp_1 (1248), o22ai_1 (200), nor2_1 (126)",
synth.most_common_cell,edfxtp_1,
drv_slew,0,
crit_path_cell_trace,mux4_2 -> nor2_1 -> nor2_1 -> o221ai_1 -> a2111oi_2 -> clkdlybuf4s50_1,
ir_drop,0.000148,V
worst_pin_slew,0.921,ns
fin_cells,5896,
port_buffers,97,
wl,140,mm
dpl_cell_area,0.0523,mm2
postCtsHoldBufs,0,
netlist.area_leader.share,0.782,
p_leak,0.0249,uW
ctsResizeCount,0,
drive_above_1_share,0.150,
critical_path.startpoint,MemFile[25][12],
dieArea,0.121,mm2
netlist_area,0.0479,mm2
setup_viol,0,
flop_area,0.0375,mm2
synth_warnings,1,
synth_area_per_cell,19.1,um2
cp-end-kind,primary output,
worst_setup_path_start_kind,flip-flop,
max_cap_viol_count,0,
ys_cells,2504,
drtIter0Drc,2143,
path_max_fanout,1,
ys.flop_type,edfxtp_1,
numCtsBuffers,136,
cts.sinks,1248,
core_area,0.118,mm2
overflow,0,
routedWlPerCell,23.8,um
largest_area_cell,edfxtp_1,
arrival,8.95,ns
place_hpwl,76.7,mm
hp-class,primary input to primary output,
final_hold_viol_count,0,
fp_util,0.405,
gp_congestion,0.873,
crit_family,AND-OR/OR-AND gates,
min_from,address[0],
## stage by stage
| step | utilization | setup WS, ns |
|---|---|---|
| detailed placement | 0.441 | 0.582 |
| global route | 0.519 | 0.0402 |
| CTS | 0.519 | 0.197 |
| floorplan | - | 0.444 |
| finish | 0.519 | 0.249 |
| global placement | 0.441 | 0.573 |
## area by class of cell
class                      count  share of cell area
timing repair buffer         259              0.0384
multi-input combinational   1303               0.169
sequential                  1248               0.610
clock buffer                 141              0.0574
antenna                        3            0.000122
inverter                       4            0.000265
tap                         1600              0.0326
clock inverter              1338              0.0916
## metal layers
layer	GRT usage	share of wire	vias up
li1	-	-	13688
met4	0.113	0.032	12
met3	0.235	0.18	333
met5	0.0192	0.0020	-
met1	0.264	0.32	14372
met2	0.358	0.47	2221
## placed cells by master, fill, tap and decap left out, types with 27 or more instances in the layout
master / Yosys / final
mux2i_1: 61 / 61
clkdlybuf4s50_1: 0 / 93
a211oi_1: 29 / 29
o221ai_1: 118 / 118
inv_1: 3 / 1279
nor2_1: 126 / 92
o22ai_1: 200 / 200
nor2_4: 0 / 32
mux4_2: 99 / 99
clkinvlp_2: 0 / 27
buf_4: 44 / 149
edfxtp_1: 1248 / 1248
mux2_2: 110 / 110
clkbuf_16: 0 / 141
nand2_1: 39 / 38
o21ai_0: 40 / 40
conb_1: 1 / 224
a21oi_1: 40 / 40
## how the worst max path moves through the flow
stage | end | slack, ns | cells past startpoint
finish | readData[12] | 0.25 | 6
CTS | readData[12] | 0.20 | 6
global route | readData[24] | 0.04 | 6
## cell families after synthesis
| kind of cell | count (synthesis) | synth area share |
|---|---|---|
| DFF | 1248 | 0.782 |
| buffers and inverters | 176 | 0.0237 |
| and+or+nand+nor | 267 | 0.0265 |
| AOI/OAI and AO/OA | 541 | 0.0822 |
| other | 1 | 0.0000783 |
| muxes | 271 | 0.0854 |
## worst min-delay path, delay by kind of cell
kind                   cells  cell delay, ns
buffers and inverters      2            0.64
AOI/OAI and AO/OA          2            0.25
and+or+nand+nor            1            0.17
## where the power goes
| part | total (uW) | internal, uW | switching (uW) |
|---|---|---|---|
| sequential | 5130 | 5120 | 14.9 |
| clock | 5970 | 3200 | 2770 |
| combinational | 492 | 161 | 331 |
Power figures rest on the tool's default switching activity, not on a simulated workload.

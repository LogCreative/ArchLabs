==> flow/design.v <==
`timescale 1ns / 1ps
module adder_1bit(
    input a,
    input b,
    input ci,
    output s,
    output co
    );
    wire s1, c1, c2, c3;
    and (c1, a, b),
        (c2, b, ci),
        (c3, a, ci);
    xor (s1, a, b),
        (s, s1, ci);
    or (co, c1, c2, c3);
endmodule
`timescale 1ns / 1ps
module adder_4bits(
    input [3:0] a,
    input [3:0] b,
    input ci,
    output [3:0] s,
    output co
    );
    wire [2:0] ct;
    adder_1bit  a1(.a(a[0]), .b(b[0]), .ci(ci), .s(s[0]), .co(ct[0])),
                a2(.a(a[1]), .b(b[1]), .ci(ct[0]), .s(s[1]), .co(ct[1])),
                a3(.a(a[2]), .b(b[2]), .ci(ct[1]), .s(s[2]), .co(ct[2])),
                a4(.a(a[3]), .b(b[3]), .ci(ct[2]), .s(s[3]), .co(co));
endmodule
==> flow/run.sh <==
#!/bin/bash
# OpenROAD 26Q1-2900-gdf79404cd8, Yosys 0.63+post, stock flow scripts
make -C /OpenROAD-flow-scripts/flow DESIGN_CONFIG=/design/flow/config.mk WORK_HOME=/design/flow/orfs finish
==> flow/config.mk <==
export PLATFORM = sky130hd
export DESIGN_NAME = adder_4bits
export DESIGN_NICKNAME = adder_4bits
export VERILOG_FILES = /design/flow/design.v
export SDC_FILE = /design/flow/constraint.sdc
export NUM_CORES = 4
export LEC_CHECK = 1
export CORE_AREA = 10 10 70 70
export DIE_AREA = 0 0 80 80
==> flow/constraint.sdc <==
current_design adder_4bits

set clk_period 3.7
set clk_io_pct 0.2

create_clock -name clk0 -period $clk_period

set non_clock_inputs [all_inputs -no_clocks]
set_input_delay [expr $clk_period * $clk_io_pct] -clock clk0 $non_clock_inputs
set_output_delay [expr $clk_period * $clk_io_pct] -clock clk0 [all_outputs]
==> commit_impl_results.txt <==
Log flow metrics for this revision

- First-pass iteration count of the detailed router: 1
- In the final report, the number of endpoints failing setup comes to 0.
- Setup repair after global routing left no endpoint under its margin.
- In the final layout, flip-flops and latches occupy 0 sq um.
- The die covers 6400 sq um.
- Area added between synthesis and finish: 117%
- Hold timing on the final database bottoms out at a slack of roughly 2.4 ns.
- Fin util: 9.38%
* Total via count in the routed design: between 100 and 150
- Counting pins that exceed their max-slew limit in the final report gives 0.
- The script logs the ratio of routed vias to standard cells as about 1.6.
* Pin slew with the least headroom to its limit: 0.115 ns
- Overall routing resource usage recorded by global route was between 1 and 1.5%.
* Share of the clock period used by the worst path after layout: between 90 and 100%
- The floorplan report gives the top-level pin count as 14.
- After layout, the design draws a total of 37.8 uW.
* Setup Buffers After CTS: 0
- Before any placement, the netlist area is recorded as 148 sq um.
- Number of warnings printed during yosys synthesis: 0
- STA lists the startpoint of the worst hold path as b[3].
* Hold Path Class: in -> out
* WL/cell: 5.39 um
* Synthesized instance count: 18
- Clock buffer count in the final layout: 0
* Fraction of power consumed by combinational cells: 100.0%
- Number of violations reported at the end of detailed-routing iteration 0: 0
- The via count of the first global-routing pass was about 120.
* Internal: 25.8 uW
* Initial core utilization: roughly 4.3%
* Portion of synthesized cell area occupied by the leading cell type: 54.2%
- Fraction of the yosys area taken by sequential cells: 0%
- The worst-case IR drop observed on VDD is 30.5 uV.
- Per the detail_route report, inserted antenna diodes total 0.
* Final weighted congestion in routability-driven placement: between 0.7 and 0.8
* Leading cell types by total area after synthesis: sky130_fd_sc_hd__fa_1, sky130_fd_sc_hd__inv_1, sky130_fd_sc_hd__buf_4
- Fraction of final layout cells with drive strength greater than 1: about 29%
- The slew check shows that the tightest pin keeps a relative margin of 92.3%.
* Post-CTS Hold Buffers: 0
- Switching Fraction: 32.0%
* Mean area per synthesized cell: 8.20 sq um
- Die y size: 80 um
- Total of max-cap violations: 0
- Nets still carrying antenna violations after routing amount to 0.
* Top cell types by occurrence after synthesis: sky130_fd_sc_hd__inv_1, sky130_fd_sc_hd__buf_4, sky130_fd_sc_hd__fa_1
* Die Wd: 80 um
- Floorplan row count: 21
* Top cell type by instance count after synthesis: sky130_fd_sc_hd__inv_1
* Buffers added on ports: 14
- Cell taking the most area after synthesis: sky130_fd_sc_hd__fa_1
* Number of cells in the yosys synthesis report: 18
* CP Launch Point: b[0]
* Remaining routing DRC violations: 0
- Sequential cell count of the final layout: 0
- Power density over cell area: roughly 120 nW/um^2
- For this run the aggregate overflow at the end of global routing stands at 0.
* Result of the run: completed
- Worst path required time: 2.96 ns
* Tally of unique sky130hd cells used after synthesis: 3
- Flop pwr share: 0%
- Data arrival time of the critical path: 2.86 ns
* Clock period minus final worst setup slack: 3.60 ns
- Number of hold violations in the final report: 0
- Placed Instances: 74
* Yosys-reported design area after synthesis: 148 sq um
* Tally of OpenROAD warnings: 32
- The final report lists a non-filler cell total of roughly 74.
- Clock group share of total power: 0%
- Pin count of the biggest net entering global routing: 2
- Crit Path Class: in -> out
- Max FO, Critical Path: 1
- The detailed router reported a total wirelength of 399 um.
- After floorplanning, the core was sized to cover 3420 sq um.
- Summed over all nets, the half-perimeter wirelength after detailed placement is 395 um.
- For the final routed database, the setup TNS stands at 0 ns.
* Sort of element at the start of the critical path: input pin
* Static Leak: 0.135 nW
- Total net switching power: between 10 and 15 uW
- Critical path endpoint category: output pin
* Global-route wire length before repair: 572 um
* Maximum achievable frequency: 0.278 GHz
- Number of antenna violations at the first check in global routing: 0
## stage by stage
stage          worst slack [ns]  area (sq um)
3_3_place_gp             -0.241           315
3_5_place_dp             -0.257           315
4_1_cts                  0.0259           320
6_report                 0.0969           320
2_1_floorplan             0.643           148
5_1_grt                  0.0200           320
## path summary, 6_finish.rpt
check                 endpoint  slack (ns)  cells after the start
worst min-delay path        co        2.37                      5
worst max-delay path      s[3]         0.1                     10
## layout by cell type, fill, tap and decap left out
cell	count
sky130_fd_sc_hd__clkdlybuf4s50_1	10
sky130_fd_sc_hd__dlygate4sd2_1	4
sky130_fd_sc_hd__fa_2	4
sky130_fd_sc_hd__inv_1	6
sky130_fd_sc_hd__inv_2	4
## what timing repair did
| item | 4_1_cts | 5_1_grt |
|---|---|---|
| resized | 12 | 0 |
| setup endpoints to repair | 2 | 1 |
| pin swaps | 4 | 2 |
## metal layers
| metal | wire length, um | track usage, % | vias up | part of all wire (%) |
|---|---|---|---|---|
| li1 | - | - | 60 | - |
| met1 | 226 | 2.14 | 44 | 57 |
| met2 | 72 | 0.803 | 14 | 18 |
| met3 | 100 | 0.909 | 0 | 25 |
| met4 | 0 | 0 | 0 | 0 |
| met5 | 0 | 0 | - | 0 |
## cell families after synthesis
group	count (synthesis)	synth area share, %
fa+ha+maj	4	54.2
buf+inv	14	45.8
## critical path, stage by stage
cell and delay, ns:
sky130_fd_sc_hd__clkdlybuf4s50_1 0.40, sky130_fd_sc_hd__inv_1 0.07, sky130_fd_sc_hd__fa_2 0.18, sky130_fd_sc_hd__inv_2 0.04, sky130_fd_sc_hd__fa_2 0.35, sky130_fd_sc_hd__fa_2 0.35, sky130_fd_sc_hd__inv_2 0.07, sky130_fd_sc_hd__fa_2 0.42
sky130_fd_sc_hd__inv_1 0.06, sky130_fd_sc_hd__dlygate4sd2_1 0.19
## cell type report
type / count / area [sq um]
well taps: 46 / 57.6
multi-input cells: 4 / 90.1
inverters: 10 / 37.5
fillers: 410 / 3100
repair buffers: 14 / 135
## power by group through the flow
stage,Clock (mW),Sequential (mW),Combinational (mW)
4_1_cts,0,0,0.0387
5_1_grt,0,0,0.0429
6_report,0,0,0.0378
Power is estimated from default activity; no workload was simulated.

--- ./run.sh ---
#!/bin/bash
# OpenROAD 26Q1-2900-gdf79404cd8, Yosys 0.63+post, stock flow scripts
make -C /OpenROAD-flow-scripts/flow DESIGN_CONFIG=/design/flow/config.mk WORK_HOME=/design/flow/orfs finish
--- ./config.mk ---
export PLATFORM = sky130hd
export DESIGN_NAME = ALU
export DESIGN_NICKNAME = ALU
export VERILOG_FILES = /design/flow/design.v
export SDC_FILE = /design/flow/constraint.sdc
export NUM_CORES = 4
export LEC_CHECK = 1
export CORE_UTILIZATION = 30
--- ./constraint.sdc ---
current_design ALU

set clk_period 18.1
set clk_io_pct 0.2

create_clock -name clk0 -period $clk_period

set non_clock_inputs [all_inputs -no_clocks]
set_input_delay [expr $clk_period * $clk_io_pct] -clock clk0 $non_clock_inputs
set_output_delay [expr $clk_period * $clk_io_pct] -clock clk0 [all_outputs]
--- ./design.v ---
`timescale 1ns / 1ps
module ALU(
    input [31:0] input1,
    input [31:0] input2,
    input [3:0] aluCtr,
    output zero,
    output [31:0] aluRes
    );
    reg Zero;
    reg [31:0] ALURes;
    always @(input1 or input2 or aluCtr) begin
        case (aluCtr)
            4'b0010: ALURes = input1 + input2;
            4'b0110: ALURes = input1 - input2;
            4'b0000: ALURes = input1 & input2;
            4'b0001: ALURes = input1 | input2;
            4'b0111: begin           
                if($signed(input1) < $signed(input2))
                    ALURes = 1;
                else ALURes = 0; 
            end
            4'b1100: ALURes = ~(input1 | input2);
            default: ALURes = 0;
        endcase
        if(ALURes == 0)
            Zero = 1;
        else
            Zero = 0;
    end
    assign zero = Zero;
    assign aluRes = ALURes;
endmodule
==> results.txt <==
The synthesis and place-and-route flow finished, so here is a summary.

The total number of placement rows came out at 52. The height of the die is 148 um. The count of endpoints failing setup in the final report came out at 0. The critical path is of the in -> out type.

After detailed routing, the number of vias per cell comes to 6.03. 101 I/O pins were placed. Of the cells placed in the final design, the portion with a size suffix greater than 1 is 7.15%. The post-placement cell count came out at 1249.

The number of synthesis warnings came out at 1. The number of clock buffers in the layout is 0. The non-filler instance count after layout is 1249. The total negative slack for setup checks came out at 0 ns. The synthesized netlist occupies a cell area of 6380 sq um. The number of inserted filler cells in the final layout is 2210. The portion of synthesized cell area occupied by the leading cell type is 19.4%.

The detailed-route wire length per cell came out at 20.1 um. The width of the die came out at 148 um. For reference, the post-synthesis area per instance comes to 6.87 sq um. The total power per unit cell area came out at 30.7 nW/um^2.

The first global-routing pass estimated 39.8 mm of wire. The stage-log warning count came out at 99. The floorplan step defined a core boundary enclosing 20600 sq um. The aggregate global-route resource usage is 23.2%. The chip area from the yosys synthesis statistics came out at 6380 sq um. The finished cells cover 7450 sq um. The netlist uses 102 different library cells. The number of cells in the yosys synthesis report is 928.

The number of setup buffers added after CTS came out at 0. The worst slack at placement came out at 6.56 ns. The kind of end point of the critical path is an output pin.

The launching element type of the critical path is an input pin. The sequential cell area fraction in the yosys report came out at 0%. The fmax is 0.0863 GHz.

For the worst setup path, the data arrival time is 7.97 ns. The placed standard-cell area is 7450 sq um. The overflow left after global routing is 0. The count of max-cap constraint violations came out at 0. The chip area is 21900 sq um. For reference, the top cells by area after synthesis are ha_1 19%, a21oi_1 6.1%, inv_1 5.8%.

The number of port buffers is 101. The synthesized netlist handed to floorplanning was reported with a cell count of 928. Entering global routing, the biggest net connects 44 pins. The final timing report derives a shortest allowable period of 11.59 ns. The type recorded for the worst min-delay path is in -> out. The number of global-route vias before repair came out at 7183. The initial DRC count is 672.

The total antenna diodes in the routed design came out at 0. The slew at the pin closest to its max-slew limit is 0.906 ns. Summing all flip-flop and latch instances after layout gives 0 sq um.

The final timing summary puts the cycle share of the worst path at 64.0%. The final antenna-violating net count came out at 0. The final wirelength came out at 25.1 mm.

In the post-route analysis, the smallest setup slack over all paths is 6.51 ns. The area growth from synthesis to final layout is 16.7%. The post-cts gate resize count came out at 0. The highest supply drop recorded on VDD is 0.00849 mV. The worst-case headroom to the max-slew limit is 38.8%. The max-slew violation count is 0. The largest driver fanout on the critical path is 31. In the placement report, post-DP HPWL is listed as 19.1 mm. For this block, the via count after detailed routing is 7535.

The floorplan core density is 31.0%. The data required time reported for the critical path is 14.48 ns. The number of remaining DRC errors is 0.

The library cell with the largest summed area after synthesis is ha_1. Setup repair after global routing left no endpoint under its margin. The final weighted congestion in routability-driven placement came out at 0.990. For this design, the CTS-stage hold fixing added 0 buffers.

The initial antenna violation count was 0. The script extracted a total leakage power of 2.97 nW. By count the netlist is led by 99 x ha_1, 99 x inv_1, 89 x nor2_1. The run finished with clean final reports. Hold-check failures listed in the final report amount to 0. The first-pass detailed-route iteration total came out at 6. The design has 0 sequential cells.
-- cells in the final DEF, fill, tap and decap left out, types with 10 or more instances in the layout --
| cell | n |
|---|---|
| o22ai_1 | 22 |
| a31oi_1 | 15 |
| nor3_1 | 20 |
| and2_1 | 10 |
| buf_4 | 13 |
| nand3_1 | 24 |
| nand2b_1 | 19 |
| o22a_1 | 14 |
| o211ai_1 | 14 |
| a22oi_1 | 28 |
| ha_1 | 99 |
| nand2_1 | 43 |
| a221oi_1 | 11 |
| o21ai_0 | 31 |
| o31ai_1 | 17 |
| inv_1 | 99 |
| o21bai_1 | 10 |
| a21oi_1 | 78 |
| a211oi_1 | 11 |
| nor2_1 | 88 |
| nor4_1 | 16 |
| clkdlybuf4s50_1 | 101 |
| nand4_1 | 14 |
-- critical path, cell delays in order --
cell,delay (ns)
clkdlybuf4s50_1,0.95
or3b_1,0.23
buf_4,0.43
o22a_1,0.20
o22ai_1,0.11
or4_1,0.58
nor4b_1,0.46
nand4b_1,0.27
nor4_1,0.29
nand4_1,0.18
nor2_1,0.15
clkdlybuf4s50_1,0.47
-- kinds of logic after synthesis --
logic type | after synthesis | share of synthesized area (%)
and+or+nand+nor | 286 | 23.4
AOI/OAI and AO/OA | 369 | 43.4
xor gates and xnor gates | 2 | 0.275
muxes | 3 | 0.471
adders and majority gates | 101 | 20.0
buffers and inverters | 167 | 12.4
-- metal layers --
metal | wire length [um] | up-vias | share of wire [%] | track usage (%)
met5 | 0 | - | 0 | 0
met4 | 808 | 0 | 3.2 | 6.34
met3 | 2310 | 65 | 9.2 | 3.18
met2 | 10600 | 415 | 42 | 35.0
met1 | 11400 | 3453 | 45 | 34.3
li1 | - | 3602 | - | -
-- power by group --
part / internal, mW / switching [mW] / leakage, nW
logic: 0.0936 / 0.135 / 2.97
clock network: 0 / 0 / 0
registers: 0 / 0 / 0
total: 0.0936 / 0.135 / 2.97
-- area by class of cell --
| type | instances | area [sq um] | share of cell area [%] |
|---|---|---|---|
| multi-input cells | 761 | 5600 | 75.3 |
| repair buffers | 114 | 1110 | 14.9 |
| inverters | 104 | 397 | 5.33 |
| well taps | 270 | 338 | 4.54 |
-- worst paths after layout --
check	startpoint	end	slack [ns]	depth (start not counted)
worst max-delay path	aluCtr[3]	zero	6.51	12
worst min-delay path	input2[26]	aluRes[26]	8.57	6
-- stage by stage --
stage | hold WS, ns | util, % | power [mW]
final | 8.57 | 36.2 | 0.229
after global routing | 8.65 | 36.2 | 0.249
after CTS | 8.57 | 36.2 | 0.225
after detailed placement | 8.56 | 36.2 | 0.223
after global placement | 8.56 | 36.2 | 0.225
after floorplan | 7.53 | - | 0.143
Power and IR drop assume default switching activity.
